==> ./design.v <==
`default_nettype none
module asyncFIFO
#(
  parameter DATA_WIDTH = 8,  
  parameter ADDR_WIDTH = 4,  
  parameter RAM_STYLE = "distributed",  
  parameter [0:0] FWFT_EN = 1  
)(
  input  wire [DATA_WIDTH-1:0] din,
  input  wire                  wr_en,
  output reg                   full,
  output reg                   almost_full,
  input  wire                  wr_clk,
  input  wire                  wr_rst,
  output wire [DATA_WIDTH-1:0] dout,
  input  wire                  rd_en,
  output reg                   empty,
  output reg                   almost_empty,
  input  wire                  rd_clk,
  input  wire                  rd_rst
);
reg  [ADDR_WIDTH:0] rptr_bin;
always @(posedge rd_clk or posedge rd_rst) begin
  if (rd_rst)
    rptr_bin <= 0;
  else if (rd_en & ~empty)
    rptr_bin <= rptr_bin + 1'b1;
end
reg  [ADDR_WIDTH:0] wptr_bin;
always @(posedge wr_clk or posedge wr_rst) begin
  if (wr_rst)
    wptr_bin <= 0;
  else if (wr_en & ~full)
    wptr_bin <= wptr_bin + 1'b1;
end
wire [ADDR_WIDTH-1:0] raddr = rptr_bin[ADDR_WIDTH-1:0];
wire [ADDR_WIDTH-1:0] waddr = wptr_bin[ADDR_WIDTH-1:0];
wire [ADDR_WIDTH:0] rptr_gray = (rptr_bin >> 1) ^ rptr_bin;
wire [ADDR_WIDTH:0] rptr_gray_p1 = ((rptr_bin + 1'b1) >> 1) ^ (rptr_bin + 1'b1);
wire [ADDR_WIDTH:0] wptr_gray = (wptr_bin >> 1) ^ wptr_bin;
wire [ADDR_WIDTH:0] wptr_gray_p1 = ((wptr_bin + 1'b1) >> 1) ^ (wptr_bin + 1'b1);
reg [ADDR_WIDTH:0] rptr_gray_wr_clk_r1;
reg [ADDR_WIDTH:0] rptr_gray_wr_clk_r2;
always @(posedge wr_clk or posedge wr_rst) begin
  if (wr_rst) begin
    rptr_gray_wr_clk_r1 <= 0;
    rptr_gray_wr_clk_r2 <= 0;
  end
  else begin
    rptr_gray_wr_clk_r1 <= rptr_gray;
    rptr_gray_wr_clk_r2 <= rptr_gray_wr_clk_r1;
  end
end
reg [ADDR_WIDTH:0] wptr_gray_rd_clk_r1;
reg [ADDR_WIDTH:0] wptr_gray_rd_clk_r2;
always @(posedge rd_clk or posedge rd_rst) begin
  if (rd_rst) begin
    wptr_gray_rd_clk_r1 <= 0;
    wptr_gray_rd_clk_r2 <= 0;
  end
  else begin
    wptr_gray_rd_clk_r1 <= wptr_gray;
    wptr_gray_rd_clk_r2 <= wptr_gray_rd_clk_r1;
  end
end
always @(*) begin
  if (rd_rst)
    empty <= 1'b1;
  else if (rptr_gray == wptr_gray_rd_clk_r2)
    empty <= 1'b1;
  else
    empty <= 1'b0;
end
always @(*) begin
  if (rd_rst)
    almost_empty <= 1'b1;
  else if (rptr_gray_p1 == wptr_gray_rd_clk_r2 || empty)
    almost_empty <= 1'b1;
  else
    almost_empty <= 1'b0;
end
generate
if (ADDR_WIDTH == 1) begin
  always @(*) begin
    if (wr_rst)
      full  <= 1'b1;
    else if ((wptr_gray[ADDR_WIDTH] != rptr_gray_wr_clk_r2[ADDR_WIDTH])
            && (wptr_gray[ADDR_WIDTH-1] != rptr_gray_wr_clk_r2[ADDR_WIDTH-1])
            )
      full  <= 1'b1;
    else
      full  <= 1'b0;
  end
  always @(*) begin
    if (wr_rst)
      almost_full <= 1'b1;
    else if (((wptr_gray_p1[ADDR_WIDTH] != rptr_gray_wr_clk_r2[ADDR_WIDTH])
              && (wptr_gray_p1[ADDR_WIDTH-1] != rptr_gray_wr_clk_r2[ADDR_WIDTH-1])
              )
            || full
            )
      almost_full <= 1'b1;
    else
      almost_full <= 1'b0;
  end
end
else begin
  always @(*) begin
    if (wr_rst)
      full  <= 1'b1;
    else if ((wptr_gray[ADDR_WIDTH] != rptr_gray_wr_clk_r2[ADDR_WIDTH])
            && (wptr_gray[ADDR_WIDTH-1] != rptr_gray_wr_clk_r2[ADDR_WIDTH-1])
            && (wptr_gray[ADDR_WIDTH-2:0] == rptr_gray_wr_clk_r2[ADDR_WIDTH-2:0])
            )
      full  <= 1'b1;
    else
      full  <= 1'b0;
  end
  always @(*) begin
    if (wr_rst)
      almost_full <= 1'b1;
    else if (((wptr_gray_p1[ADDR_WIDTH] != rptr_gray_wr_clk_r2[ADDR_WIDTH])
              && (wptr_gray_p1[ADDR_WIDTH-1] != rptr_gray_wr_clk_r2[ADDR_WIDTH-1])
              && (wptr_gray_p1[ADDR_WIDTH-2:0] == rptr_gray_wr_clk_r2[ADDR_WIDTH-2:0])
              )
            || full
            )
      almost_full <= 1'b1;
    else
      almost_full <= 1'b0;
  end
end
endgenerate
localparam DEPTH = 1 << ADDR_WIDTH;  
(* ram_style = RAM_STYLE *) reg [DATA_WIDTH-1:0] mem [0:DEPTH-1];
always @(posedge wr_clk) begin
  if (wr_en && ~full)
    mem[waddr] <= din;
end
generate
  if (FWFT_EN == 1) begin
    reg [DATA_WIDTH-1:0] dout_old;
    always @(posedge rd_clk) begin
      if (rd_en && ~empty)
        dout_old <= mem[raddr];  
    end
    reg [DATA_WIDTH-1:0] dout_r;
    always @(*) begin
      if (~empty)
        dout_r <= mem[raddr];
      else
        dout_r <= dout_old;
    end
    assign dout = dout_r;
  end
  else begin
    reg [DATA_WIDTH-1:0] dout_r;
    always @(posedge rd_clk) begin
      if (rd_en && ~empty)
        dout_r <= mem[raddr];
    end
    assign dout = dout_r;
  end
endgenerate
endmodule
`resetall
`default_nettype none
module asyncFIFO_diffWidth
#(
  parameter DIN_WIDTH = 8,  
  parameter DOUT_WIDTH = 8,  
  parameter WADDR_WIDTH = 4,  
  parameter RAM_STYLE = "distributed",  
  parameter [0:0] FWFT_EN = 1,  
  parameter [0:0] MSB_FIFO = 1  
)(
  input  wire [DIN_WIDTH-1:0] din,
  input  wire                 wr_en,
  output wire                 full,
  output wire                 almost_full,
  input  wire                 wr_clk,
  input  wire                 wr_rst,
  output wire [DOUT_WIDTH-1:0] dout,
  input  wire                  rd_en,
  output wire                  empty,
  output wire                  almost_empty,
  input  wire                  rd_clk,
  input  wire                  rd_rst
);
generate
if (DOUT_WIDTH == DIN_WIDTH) begin  
  asyncFIFO # (
    .DATA_WIDTH (DIN_WIDTH  ),
    .ADDR_WIDTH (WADDR_WIDTH),
    .RAM_STYLE  (RAM_STYLE  ),
    .FWFT_EN    (FWFT_EN    )
  ) asyncFIFO_u0 (
    .din          (din         ),
    .wr_en        (wr_en       ),
    .full         (full        ),
    .almost_full  (almost_full ),
    .wr_clk       (wr_clk      ),
    .wr_rst       (wr_rst      ),
    .dout         (dout        ),
    .rd_en        (rd_en       ),
    .empty        (empty       ),
    .almost_empty (almost_empty),
    .rd_clk       (rd_clk      ),
    .rd_rst       (rd_rst      )
  );
end
else if (DOUT_WIDTH > DIN_WIDTH) begin  
  wire [DIN_WIDTH-1:0] wdata;
  wire wdata_rd_en;
  wire wdata_empty;
  wire [DOUT_WIDTH-1:0] rdata;
  wire rdata_wr_en;
  wire rdata_full;
  wire clk = wr_clk;
  wire rst = wr_rst;
  wire wdata_almost_full;
  syncFIFO #(
    .DATA_WIDTH (DIN_WIDTH),
    .ADDR_WIDTH (1        ),
    .RAM_STYLE  (RAM_STYLE),
    .FWFT_EN    (1        )
  ) syncFIFO_u0 (
    .din          (din        ),
    .wr_en        (wr_en      ),
    .full         (full       ),
    .almost_full  (wdata_almost_full),
    .dout         (wdata      ),
    .rd_en        (wdata_rd_en),
    .empty        (wdata_empty),
    .almost_empty (           ),
    .clk          (clk        ),
    .rst          (rst        )
  );
  assign almost_full = (wdata_almost_full && rdata_full) || full;
  localparam RADDR_WIDTH = $clog2(2**WADDR_WIDTH * DIN_WIDTH / DOUT_WIDTH);
  asyncFIFO #(
    .DATA_WIDTH (DOUT_WIDTH ),
    .ADDR_WIDTH (RADDR_WIDTH),
    .RAM_STYLE  (RAM_STYLE  ),
    .FWFT_EN    (FWFT_EN    )
  ) asyncFIFO_u0 (
    .din          (rdata       ),
    .wr_en        (rdata_wr_en ),
    .full         (rdata_full  ),
    .almost_full  (            ),
    .wr_clk       (clk         ),
    .wr_rst       (rst         ),
    .dout         (dout        ),
    .rd_en        (rd_en       ),
    .empty        (empty       ),
    .almost_empty (almost_empty),
    .rd_clk       (rd_clk      ),
    .rd_rst       (rd_rst      )
  );
  assign wdata_rd_en = ~rdata_full && ~wdata_empty;
  reg [DOUT_WIDTH-1:0] rdata_r;
  if (MSB_FIFO == 1) begin
    always @(posedge clk or posedge rst) begin
      if (rst)
        rdata_r <= 'd0;
      else if (wdata_rd_en)
        rdata_r <= {rdata_r[DOUT_WIDTH-DIN_WIDTH-1:0], wdata};  
      else
        rdata_r <= rdata_r;
    end
    assign rdata = {rdata_r[DOUT_WIDTH-DIN_WIDTH-1:0], wdata};  
  end
  else begin
    always @(posedge clk or posedge rst) begin
      if (rst)
        rdata_r <= 'd0;
      else if (wdata_rd_en)
        rdata_r <= {wdata, rdata_r[DOUT_WIDTH-1 : DIN_WIDTH]};  
      else
        rdata_r <= rdata_r;
    end
    assign rdata = {wdata, rdata_r[DOUT_WIDTH-1 : DIN_WIDTH]};  
  end
  localparam WDATA_RD_EN_CNT_MAX = DOUT_WIDTH / DIN_WIDTH - 1;
  reg [$clog2(WDATA_RD_EN_CNT_MAX+1)-1 : 0] wdata_rd_en_cnt;
  always @(posedge clk or posedge rst) begin
    if (rst)
      wdata_rd_en_cnt <= 'd0;
    else if (wdata_rd_en)
      wdata_rd_en_cnt <= wdata_rd_en_cnt + 1'b1;
    else
      wdata_rd_en_cnt <= wdata_rd_en_cnt;
  end
  assign rdata_wr_en = wdata_rd_en && wdata_rd_en_cnt == WDATA_RD_EN_CNT_MAX;
end
else begin  
  wire [DIN_WIDTH-1:0] wdata;
  wire wdata_rd_en;
  wire wdata_empty;
  wire [DOUT_WIDTH-1:0] rdata;
  wire rdata_wr_en;
  wire rdata_full;
  wire clk = rd_clk;
  wire rst = rd_rst;
  asyncFIFO #(
    .DATA_WIDTH (DIN_WIDTH  ),
    .ADDR_WIDTH (WADDR_WIDTH),
    .RAM_STYLE  (RAM_STYLE  ),
    .FWFT_EN    (1          )
  ) asyncFIFO_u0 (
    .din          (din        ),
    .wr_en        (wr_en      ),
    .full         (full       ),
    .almost_full  (almost_full),
    .wr_clk       (wr_clk     ),
    .wr_rst       (wr_rst     ),
    .dout         (wdata      ),
    .rd_en        (wdata_rd_en),
    .empty        (wdata_empty),
    .almost_empty (           ),
    .rd_clk       (clk        ),
    .rd_rst       (rst        )
  );
  wire rdata_almost_empty;
  syncFIFO #(
    .DATA_WIDTH (DOUT_WIDTH),
    .ADDR_WIDTH (1         ),
    .RAM_STYLE  (RAM_STYLE ),
    .FWFT_EN    (FWFT_EN   )
  ) syncFIFO_u0 (
    .din          (rdata             ),
    .wr_en        (rdata_wr_en       ),
    .full         (rdata_full        ),
    .almost_full  (                  ),
    .dout         (dout              ),
    .rd_en        (rd_en             ),
    .empty        (empty             ),
    .almost_empty (rdata_almost_empty),
    .clk          (clk               ),
    .rst          (rst               )
  );
  assign almost_empty = (wdata_empty && rdata_almost_empty) || empty;
  localparam RDATA_WR_EN_CNT_MAX = DIN_WIDTH/ DOUT_WIDTH - 1;
  reg [$clog2(RDATA_WR_EN_CNT_MAX+1)-1 : 0] rdata_wr_en_cnt;
  always @(posedge clk or posedge rst) begin
    if (rst)
      rdata_wr_en_cnt <= 'd0;
    else if (rdata_wr_en)
      rdata_wr_en_cnt <= rdata_wr_en_cnt + 1'b1;
    else
      rdata_wr_en_cnt <= rdata_wr_en_cnt;
  end
  if (MSB_FIFO == 1) begin
    wire [DIN_WIDTH-1:0] wdata_r = wdata << (rdata_wr_en_cnt * DOUT_WIDTH);
    assign rdata = wdata_r[DIN_WIDTH-1 : DIN_WIDTH-DOUT_WIDTH];
  end
  else begin
    wire [DIN_WIDTH-1:0] wdata_r = wdata >> (rdata_wr_en_cnt * DOUT_WIDTH);
    assign rdata = wdata_r[DOUT_WIDTH-1 : 0];
  end
  assign rdata_wr_en = ~rdata_full && ~wdata_empty;
  assign wdata_rd_en = rdata_wr_en && rdata_wr_en_cnt == RDATA_WR_EN_CNT_MAX;
end
endgenerate
endmodule
`resetall
==> ./run.sh <==
#!/bin/bash
# OpenROAD 26Q1-2900-gdf79404cd8, Yosys 0.63+post, stock flow scripts
make -C /OpenROAD-flow-scripts/flow DESIGN_CONFIG=/design/flow/config.mk WORK_HOME=/design/flow/orfs finish
==> ./config.mk <==
export PLATFORM = sky130hd
export DESIGN_NAME = asyncFIFO_diffWidth
export DESIGN_NICKNAME = asyncFIFO_diffWidth
export VERILOG_FILES = /design/flow/design.v
export SDC_FILE = /design/flow/constraint.sdc
export NUM_CORES = 4
export LEC_CHECK = 1
export CORE_UTILIZATION = 50
==> ./constraint.sdc <==
current_design asyncFIFO_diffWidth

set clk_period 4.4
set clk_io_pct 0.2

create_clock -name clk0 -period $clk_period [get_ports {rd_clk}]
create_clock -name clk1 -period $clk_period [get_ports {wr_clk}]

set non_clock_inputs [all_inputs -no_clocks]
set_input_delay [expr $clk_period * $clk_io_pct] -clock clk0 $non_clock_inputs
set_output_delay [expr $clk_period * $clk_io_pct] -clock clk0 [all_outputs]
==> results.cfg <==
; synthesis and place-and-route metrics
[status]
status = complete, no violations

[synthesis]
yosysChipArea_mm2 = 0.006850
yosys_warnings = 1
synth_seq_share_pct = 70.58
edf_count = 136
numSynthFlops = 166
async_flop_share_pct = 18.07
synthesis.area_mm2 = 0.006850
synthCells = 359
ff_type = edfxtp_1
synth_cell_types = 43
ys_cells = 359
syn_area_per_cell_um2 = 19.08

[clock_tree]
clkSinkCount = 166
clkTransAtPathRegs_ns = 0.06
cts-resized-gates = 0
cts_hold_buf = 0
cts_tree = built
postCtsSetupBuffers = 0

[place]
portBuffers = 24
gp_congestion = 0.8492
placed_area_mm2 = 0.007296
post-dp-hpwl_mm = 8.459
dp_cells = 550

[setup_path]
cp_cell_sequence = inv_1 > ha_1 > xor2_1 > nor4_2 > nand2_1 > o311ai_1 > clkdlybuf4s50_1
startpoint_type = register
path_delay_family = simple AND/OR/NAND/NOR gates
required_ns = 3.52
slowest_stage = nor4_2
arrival_ns = 2.85
max_stage_delay_ns = 0.57
cp_max_fo = 6
critPathKind = register to output port
critPathBufInv = 2
cp-end-kind = output port

[worst_hold_path]
hold_path.class = register to register

[floorplanning]
fp_util_pct = 51.52
die_x_um = 119.1
ios = 26
coreArea_mm2 = 0.01330
chipArea_mm2 = 0.01417
rows = 42
fp.dieH_um = 119.1

[finish]
lay_top_count = edfxtp_1
stdcell_area_mm2 = 0.007911
drive_gt1_share_pct = 21.52
nFillCells = 976
final_cell_mix = edfxtp_1, mux4_2, dfrtp_1
final_cell_count_no_fill = 585
area_growth_pct = 15.49

[global_routing]
grt_usage_pct = 22.46
grt_max_degree = 33
grt_pass1_vias = 3711
antenna_found_initial = 0
grt-ovfl-total = 0
grt_first_pass_wirelength_mm = 21.15

[job]
log.warning_count = 32
maxCapViolations = 0

[pwr]
total_power_w = 0.005520
power.density_mw_per_mm2 = 697.8
peakVddDrop_v = 0.0003389
cellLeakagePower_nw = 2.782

[final_timing]
setup-violations-final = 0
finalClockSkew_ns = 0.006383
setup_tns_ns = 0
holdWs_ns = 0.3478
slew_headroom_pct = 46.35
drv_slew = 0
worst_slew_pin_slew_ns = 0.8033
finalHoldViolCount = 0
rsz0062_at_grt = no

[route]
vias = 3306
drc = 0
drt_iter0_markers = 320
wirelength_mm = 12.99
wl_per_cell_um = 22.21
diodes = 0
vias_per_cell = 5.651
final_antenna_net_count = 0
drtPass1Iterations = 4
-- area by class of cell --
class                   instances  area [um2]  share of cell area, %
well taps                     176       220.2                  2.783
clock buffers                  23       511.7                  6.468
inverters                      12       58.81                 0.7433
clock inverters                12       103.9                  1.313
multi-input cells             166        1883                  23.80
repair buffers                 30       297.8                  3.764
flip-flops and latches        166        4836                  61.13
-- cells by family after synthesis --
family | share of synthesized area [%]
flops | 70.58
simple gates | 3.726
xor+xnor | 4.512
compound gates | 4.603
buf+inv | 1.936
fa+ha+maj | 2.192
mux | 12.46
-- flip-flops by register name, indices dropped and copies added (netlist names) --
| register | flops |
|---|---|
| genblk1.asyncFIFO_u0.wptr_gray_rd_clk_r1 | 5 |
| genblk1.asyncFIFO_u0.rptr_bin | 5 |
| genblk1.asyncFIFO_u0.rptr_gray_wr_clk_r2 | 5 |
| genblk1.asyncFIFO_u0.wptr_bin | 5 |
| genblk1.asyncFIFO_u0.wptr_gray_rd_clk_r2 | 5 |
| genblk1.asyncFIFO_u0.rptr_gray_wr_clk_r1 | 5 |
| genblk1.asyncFIFO_u0.mem | 128 |
| genblk1.asyncFIFO_u0.genblk2.dout_old | 8 |
-- where the power goes --
group | total (W) | internal, W | leakage (nW) | switching [W]
sequential | 0.00214 | 0.00196 | 1.58 | 0.000180
combinational | 0.00188 | 0.000916 | 0.895 | 0.000965
clock | 0.00150 | 0.000938 | 0.306 | 0.000559
-- synth_stat cells (all sizes together), types with 10 or more instances --
cell    number  area (um2)
a22oi       16       120.1
xnor2       16       147.7
xor2        15       138.9
mux4        32       720.7
and3        14       87.58
nand2       14       52.55
ha          12       150.1
mux2        10       112.6
edfxtp     136        4084
buf         10       55.05
inv         11       41.29
dfrtp       30       750.7
-- final timing paths --
path	from	to	slack, ns	cells past startpoint
worst max-delay path	genblk1.asyncFIFO_u0.wptr_bin[3]	almost_full	0.67	7
worst min-delay path	genblk1.asyncFIFO_u0.wptr_gray_rd_clk_r1[1]	genblk1.asyncFIFO_u0.wptr_gray_rd_clk_r2[1]	0.35	0
worst max register to register	genblk1.asyncFIFO_u0.wptr_bin[1]	genblk1.asyncFIFO_u0.mem[4][3]	1.51	6
worst min register to register	genblk1.asyncFIFO_u0.wptr_gray_rd_clk_r1[1]	genblk1.asyncFIFO_u0.wptr_gray_rd_clk_r2[1]	0.35	0
max in group clk1	genblk1.asyncFIFO_u0.wptr_bin[1]	genblk1.asyncFIFO_u0.mem[4][3]	1.51	6
max in group asynchronous	rd_rst	genblk1.asyncFIFO_u0.rptr_bin[0]	2.72	2
min in group clk1	genblk1.asyncFIFO_u0.rptr_gray_wr_clk_r1[3]	genblk1.asyncFIFO_u0.rptr_gray_wr_clk_r2[3]	0.35	0
min in group asynchronous	wr_rst	genblk1.asyncFIFO_u0.rptr_gray_wr_clk_r1[4]	0.88	2
-- metal layers --
| metal | vias up | wire length, um | global-route usage, % |
|---|---|---|---|
| met2 | 125 | 5965 | 30.49 |
| met4 | 0 | 118 | 2.136 |
| met1 | 1681 | 5802 | 39.72 |
| li1 | 1491 | - | - |
| met5 | - | 0 | 0 |
| met3 | 9 | 1104 | 10.47 |
-- through the flow --
| stage | util (%) | setup WS, ns |
|---|---|---|
| global placement | 54.87 | 0.9692 |
| CTS | 59.50 | 0.6284 |
| detailed placement | 54.87 | 0.9307 |
| global route | 59.50 | 0.4449 |
| finish | 59.50 | 0.6723 |
| floorplan | - | 1.710 |
No activity file was given, so power comes from the tool's default toggle rates.
