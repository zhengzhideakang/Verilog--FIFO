==> design.v <==
`default_nettype none
module myFIFO
#(
  parameter [0 : 0] IS_ASYNC    = 0,  
  parameter         DIN_WIDTH   = 8,  
  parameter         DOUT_WIDTH  = 8,  
  parameter         WADDR_WIDTH = 4,  
  parameter RAM_STYLE = "distributed",  
  parameter [0 : 0] FWFT_EN     = 1,  
  parameter [0 : 0] MSB_FIFO    = 1   
)(
  input  wire [DIN_WIDTH-1:0] din,
  input  wire                 wr_en,
  output wire                 full,
  output wire                 almost_full,
  input  wire                 wr_clk,
  input  wire                 wr_rst,
  output wire [DOUT_WIDTH-1:0] dout,
  input  wire                  rd_en,
  output wire                  empty,
  output wire                  almost_empty,
  input  wire                  rd_clk,
  input  wire                  rd_rst
);
generate
if (IS_ASYNC == 1) begin
  asyncFIFO_diffWidth #(
    .DIN_WIDTH   (DIN_WIDTH  ),
    .DOUT_WIDTH  (DOUT_WIDTH ),
    .WADDR_WIDTH (WADDR_WIDTH),
    .RAM_STYLE   (RAM_STYLE  ),
    .FWFT_EN     (FWFT_EN    ),
    .MSB_FIFO    (MSB_FIFO   )
  ) asyncFIFO_diffWidth_u0 (
    .din          (din         ),
    .wr_en        (wr_en       ),
    .full         (full        ),
    .almost_full  (almost_full ),
    .wr_clk       (wr_clk      ),
    .wr_rst       (wr_rst      ),
    .dout         (dout        ),
    .rd_en        (rd_en       ),
    .empty        (empty       ),
    .almost_empty (almost_empty),
    .rd_clk       (rd_clk      ),
    .rd_rst       (rd_rst      )
  );
end
else begin
  syncFIFO_diffWidth #(
    .DIN_WIDTH   (DIN_WIDTH  ),
    .DOUT_WIDTH  (DOUT_WIDTH ),
    .WADDR_WIDTH (WADDR_WIDTH),
    .RAM_STYLE   (RAM_STYLE  ),
    .FWFT_EN     (FWFT_EN    ),
    .MSB_FIFO    (MSB_FIFO   )
  ) syncFIFO_diffWidth_u0 (
    .din          (din         ),
    .wr_en        (wr_en       ),
    .full         (full        ),
    .almost_full  (almost_full ),
    .dout         (dout        ),
    .rd_en        (rd_en       ),
    .empty        (empty       ),
    .almost_empty (almost_empty),
    .clk          (wr_clk      ),
    .rst          (wr_rst      )
  );
end
endgenerate
endmodule
`resetall
`default_nettype none
module syncFIFO
#(
  parameter DATA_WIDTH = 8,  
  parameter ADDR_WIDTH = 4,  
  parameter RAM_STYLE = "distributed",  
  parameter [0:0] FWFT_EN = 1  
)(
  input  wire [DATA_WIDTH-1:0] din,
  input  wire                  wr_en,
  output reg                   full,
  output reg                   almost_full,
  output wire [DATA_WIDTH-1:0] dout,
  input  wire                  rd_en,
  output reg                   empty,
  output reg                   almost_empty,
  input  wire                  clk,
  input  wire                  rst
);
reg  [ADDR_WIDTH:0] rptr;
always @(posedge clk or posedge rst) begin
  if (rst)
    rptr <= 0;
  else if (rd_en & ~empty)
    rptr <= rptr + 1'b1;
end
reg  [ADDR_WIDTH:0] wptr;
always @(posedge clk or posedge rst) begin
  if (rst)
    wptr <= 0;
  else if (wr_en & ~full)
    wptr <= wptr + 1'b1;
end
wire [ADDR_WIDTH-1:0] raddr = rptr[ADDR_WIDTH-1:0];
wire [ADDR_WIDTH-1:0] waddr = wptr[ADDR_WIDTH-1:0];
wire [ADDR_WIDTH:0] rptr_p1 = rptr + 1'b1;
wire [ADDR_WIDTH:0] wptr_p1 = wptr + 1'b1;
always @(*) begin
  if (rst)
    empty <= 1'b1;
  else if (rptr == wptr)
    empty <= 1'b1;
  else
    empty <= 1'b0;
end
always @(*) begin
  if (rst)
    almost_empty <= 1'b1;
  else if (rptr_p1 == wptr || empty)
    almost_empty <= 1'b1;
  else
    almost_empty <= 1'b0;
end
always @(*) begin
  if (rst)
    full  <= 1'b1;
  else if ((wptr[ADDR_WIDTH] != rptr[ADDR_WIDTH])
          && (wptr[ADDR_WIDTH-1:0] == rptr[ADDR_WIDTH-1:0])
          )
    full  <= 1'b1;
  else
    full  <= 1'b0;
end
always @(*) begin
  if (rst)
    almost_full <= 1'b1;
  else if (((wptr_p1[ADDR_WIDTH] != rptr[ADDR_WIDTH])
            && (wptr_p1[ADDR_WIDTH-1:0] == rptr[ADDR_WIDTH-1:0])
            )
          || full
          )
    almost_full <= 1'b1;
  else
    almost_full <= 1'b0;
end
localparam DEPTH = 1 << ADDR_WIDTH;  
(* ram_style = RAM_STYLE *) reg [DATA_WIDTH-1:0] mem [0:DEPTH-1];
always @(posedge clk) begin
  if (wr_en && ~full)
    mem[waddr] <= din;
end
generate
  if (FWFT_EN == 1) begin
    reg [DATA_WIDTH-1:0] dout_old;
    always @(posedge clk) begin
      if (rd_en && ~empty)
        dout_old <= mem[raddr];  
    end
    reg [DATA_WIDTH-1:0] dout_r;
    always @(*) begin
      if (~empty)
        dout_r <= mem[raddr];
      else
        dout_r <= dout_old;
    end
    assign dout = dout_r;
  end
  else begin
    reg [DATA_WIDTH-1:0] dout_r;
    always @(posedge clk) begin
      if (rd_en && ~empty)
        dout_r <= mem[raddr];
    end
    assign dout = dout_r;
  end
endgenerate
endmodule
`resetall
`default_nettype none
module syncFIFO_diffWidth
#(
  parameter DIN_WIDTH = 8,  
  parameter DOUT_WIDTH = 8,  
  parameter WADDR_WIDTH = 4,  
  parameter RAM_STYLE = "distributed",  
  parameter [0:0] FWFT_EN = 1,  
  parameter [0:0] MSB_FIFO = 1  
)(
  input  wire [DIN_WIDTH-1:0] din,
  input  wire                 wr_en,
  output wire                 full,
  output wire                 almost_full,
  output wire [DOUT_WIDTH-1:0] dout,
  input  wire                  rd_en,
  output wire                  empty,
  output wire                  almost_empty,
  input  wire                  clk,
  input  wire                  rst
);
wire [DIN_WIDTH-1:0] wdata;
wire wdata_rd_en;
wire wdata_empty;
wire [DOUT_WIDTH-1:0] rdata;
wire rdata_wr_en;
wire rdata_full;
generate
  if (DOUT_WIDTH > DIN_WIDTH) begin
    wire wdata_almost_full;
    syncFIFO # (
      .DATA_WIDTH (DIN_WIDTH),
      .ADDR_WIDTH (1        ),
      .RAM_STYLE  (RAM_STYLE),
      .FWFT_EN    (1        )
    ) syncFIFO_u0 (
      .din          (din        ),
      .wr_en        (wr_en      ),
      .full         (full       ),
      .almost_full  (wdata_almost_full),
      .dout         (wdata      ),
      .rd_en        (wdata_rd_en),
      .empty        (wdata_empty),
      .almost_empty (           ),
      .clk          (clk        ),
      .rst          (rst        )
    );
    assign almost_full = (wdata_almost_full && rdata_full) || full;
    localparam RADDR_WIDTH = $clog2(2**WADDR_WIDTH * DIN_WIDTH / DOUT_WIDTH);
    syncFIFO # (
      .DATA_WIDTH (DOUT_WIDTH ),
      .ADDR_WIDTH (RADDR_WIDTH),
      .RAM_STYLE  (RAM_STYLE  ),
      .FWFT_EN    (FWFT_EN    )
    ) syncFIFO_u1 (
      .din          (rdata       ),
      .wr_en        (rdata_wr_en ),
      .full         (rdata_full  ),
      .almost_full  (            ),
      .dout         (dout        ),
      .rd_en        (rd_en       ),
      .empty        (empty       ),
      .almost_empty (almost_empty),
      .clk          (clk         ),
      .rst          (rst         )
    );
    assign wdata_rd_en = ~rdata_full && ~wdata_empty;
    reg [DOUT_WIDTH-1:0] rdata_r;
    if (MSB_FIFO == 1) begin
      always @(posedge clk or posedge rst) begin
        if (rst)
          rdata_r <= 'd0;
        else if (wdata_rd_en)
          rdata_r <= {rdata_r[DOUT_WIDTH-DIN_WIDTH-1:0], wdata};  
        else
          rdata_r <= rdata_r;
      end
      assign rdata = {rdata_r[DOUT_WIDTH-DIN_WIDTH-1:0], wdata};  
    end
    else begin
      always @(posedge clk or posedge rst) begin
        if (rst)
          rdata_r <= 'd0;
        else if (wdata_rd_en)
          rdata_r <= {wdata, rdata_r[DOUT_WIDTH-1 : DIN_WIDTH]};  
        else
          rdata_r <= rdata_r;
      end
      assign rdata = {wdata, rdata_r[DOUT_WIDTH-1 : DIN_WIDTH]};  
    end
    localparam WDATA_RD_EN_CNT_MAX = DOUT_WIDTH / DIN_WIDTH - 1;
    reg [$clog2(WDATA_RD_EN_CNT_MAX+1)-1 : 0] wdata_rd_en_cnt;
    always @(posedge clk or posedge rst) begin
      if (rst)
        wdata_rd_en_cnt <= 'd0;
      else if (wdata_rd_en)
        wdata_rd_en_cnt <= wdata_rd_en_cnt + 1'b1;
      else
        wdata_rd_en_cnt <= wdata_rd_en_cnt;
    end
    assign rdata_wr_en = wdata_rd_en && wdata_rd_en_cnt == WDATA_RD_EN_CNT_MAX;
  end
  else if (DOUT_WIDTH == DIN_WIDTH) begin
    syncFIFO # (
      .DATA_WIDTH (DIN_WIDTH  ),
      .ADDR_WIDTH (WADDR_WIDTH),
      .RAM_STYLE  (RAM_STYLE  ),
      .FWFT_EN    (FWFT_EN    )
    ) syncFIFO_u0 (
      .din          (din         ),
      .wr_en        (wr_en       ),
      .full         (full        ),
      .almost_full  (almost_full ),
      .dout         (dout        ),
      .rd_en        (rd_en       ),
      .empty        (empty       ),
      .almost_empty (almost_empty),
      .clk          (clk         ),
      .rst          (rst         )
    );
  end
  else begin
    syncFIFO # (
      .DATA_WIDTH (DIN_WIDTH  ),
      .ADDR_WIDTH (WADDR_WIDTH),
      .RAM_STYLE  (RAM_STYLE  ),
      .FWFT_EN    (1          )
    ) syncFIFO_u0 (
      .din          (din        ),
      .wr_en        (wr_en      ),
      .full         (full       ),
      .almost_full  (almost_full),
      .dout         (wdata      ),
      .rd_en        (wdata_rd_en),
      .empty        (wdata_empty),
      .almost_empty (           ),
      .clk          (clk        ),
      .rst          (rst        )
    );
    wire rdata_almost_empty;
    syncFIFO # (
      .DATA_WIDTH (DOUT_WIDTH),
      .ADDR_WIDTH (1         ),
      .RAM_STYLE  (RAM_STYLE ),
      .FWFT_EN    (FWFT_EN   )
    ) syncFIFO_u1 (
      .din          (rdata             ),
      .wr_en        (rdata_wr_en       ),
      .full         (rdata_full        ),
      .almost_full  (                  ),
      .dout         (dout              ),
      .rd_en        (rd_en             ),
      .empty        (empty             ),
      .almost_empty (rdata_almost_empty),
      .clk          (clk               ),
      .rst          (rst               )
    );
    assign almost_empty = (wdata_empty && rdata_almost_empty) || empty;
    localparam RDATA_WR_EN_CNT_MAX = DIN_WIDTH/ DOUT_WIDTH - 1;
    reg [$clog2(RDATA_WR_EN_CNT_MAX+1)-1 : 0] rdata_wr_en_cnt;
    always @(posedge clk or posedge rst) begin
      if (rst)
        rdata_wr_en_cnt <= 'd0;
      else if (rdata_wr_en)
        rdata_wr_en_cnt <= rdata_wr_en_cnt + 1'b1;
      else
        rdata_wr_en_cnt <= rdata_wr_en_cnt;
    end
    if (MSB_FIFO == 1) begin
      wire [DIN_WIDTH-1:0] wdata_r = wdata << (rdata_wr_en_cnt * DOUT_WIDTH);
      assign rdata = wdata_r[DIN_WIDTH-1 : DIN_WIDTH-DOUT_WIDTH];
    end
    else begin
      wire [DIN_WIDTH-1:0] wdata_r = wdata >> (rdata_wr_en_cnt * DOUT_WIDTH);
      assign rdata = wdata_r[DOUT_WIDTH-1 : 0];
    end
    assign rdata_wr_en = ~rdata_full && ~wdata_empty;
    assign wdata_rd_en = rdata_wr_en && rdata_wr_en_cnt == RDATA_WR_EN_CNT_MAX;
  end
endgenerate
endmodule
`resetall
==> run.sh <==
#!/bin/bash
# OpenROAD 26Q1-2900-gdf79404cd8, Yosys 0.63+post, stock flow scripts
make -C /OpenROAD-flow-scripts/flow DESIGN_CONFIG=/design/flow/config.mk WORK_HOME=/design/flow/orfs finish
==> config.mk <==
export PLATFORM = sky130hd
export DESIGN_NAME = myFIFO
export DESIGN_NICKNAME = myFIFO
export VERILOG_FILES = /design/flow/design.v
export SDC_FILE = /design/flow/constraint.sdc
export NUM_CORES = 4
export LEC_CHECK = 1
export CORE_UTILIZATION = 40
==> constraint.sdc <==
current_design myFIFO

set clk_period 4.4
set clk_io_pct 0.2

create_clock -name clk0 -period $clk_period [get_ports {wr_clk}]

set non_clock_inputs [all_inputs -no_clocks]
set_input_delay [expr $clk_period * $clk_io_pct] -clock clk0 $non_clock_inputs
set_output_delay [expr $clk_period * $clk_io_pct] -clock clk0 [all_outputs]
==> impl_table.tex <==
% Generated from flow reports
\begin{tabular}{lr}
\hline
Metric & Value \\
\hline
\multicolumn{2}{l}{\textbf{Final timing}} \\
\quad Slew Limit Headroom & 41.09\% \\
\quad Setup violators final & 0 \\
\quad Final count of hold timing violations & 0 \\
\quad Fraction of the cycle the final worst path needs & 90.10\% \\
\quad Actual slew at the worst max-slew pin & 0.8784 ns \\
\quad Setup repair after global routing missed its margin & no \\
\quad Final WS setup & 0.4354 ns \\
\quad Worst Skew & 0.007524 ns \\
\quad Min cycle time layout & 3.965 ns \\
\quad Total Negative Setup Slacks & 0 ns \\
\quad Final count of pins violating max slew & 0 \\
\quad Highest clock frequency the design can meet & 252.2 MHz \\
\multicolumn{2}{l}{\textbf{GRT}} \\
\quad Remaining global-route overflow & 0 \\
\quad First-pass GRT wire length & 18390 µm \\
\quad All-layer global routing usage & 17.14\% \\
\quad Largest net degree at the start of global routing & 29 \\
\quad Initial antenna violation count & 0 \\
\quad Number of global-route vias before repair & 3208 \\
\multicolumn{2}{l}{\textbf{Synth}} \\
\quad Yosys warns & 1 \\
\quad Distinct cells, synth & 30 \\
\quad Per-instance average area after synthesis & 19.38 µm² \\
\quad Syn Std Cell Area & 5989 µm² \\
\quad Register bit count reported by yosys & 146 \\
\quad Share of the yosys chip area belonging to registers & 72.36\% \\
\quad Yosys stat cell total & 309 \\
\quad YS chip area & 5989 µm² \\
\quad Syn Inst Count & 309 \\
\multicolumn{2}{l}{\textbf{Clocking}} \\
\quad Clk slew on worst S/H paths & 0.06 ns \\
\quad CTS root buffer & sky130\_fd\_sc\_hd\_\_clkbuf\_16 \\
\quad Clock buffers created by TritonCTS & 17 \\
\quad Total of hold buffers inserted after clock tree synthesis & 0 \\
\quad Post-cts resize count & 0 \\
\quad CTS H-tree depth & 4 \\
\quad Clock network latency to the later pin of the worst-skew pair & 0.41 ns \\
\quad Number of buffers between clock root and the deepest sink & 2 \\
\quad Number of clock sinks & 146 \\
\quad Post-CTS Setup Inserts & 0 \\
\quad TritonCTS clock tree & built \\
\multicolumn{2}{l}{\textbf{Drt}} \\
\quad Initial DRC Count & 205 \\
\quad Per-cell via count in the routed design & 5.416 \\
\quad DRC violations left & 0 \\
\quad Final antenna diode count & 0 \\
\quad Total wirelength of the detailed-routed design & 11590 µm \\
\quad Vias & 2914 \\
\quad Pre-Repair DR Iteration Count & 4 \\
\quad Remaining antenna violation count after routing & 0 \\
\quad Final routed wire length divided by cell count & 21.55 µm \\
\multicolumn{2}{l}{\textbf{Worst setup path}} \\
\quad Largest fanout on the critical path & 20 \\
\quad Kind of critical path & reg -> out \\
\quad Nature of the critical path startpoint & register \\
\quad Arrival time worst endpoint & 3.08 ns \\
\quad Critical path required time & 3.52 ns \\
\quad CP max-delay cell & sky130\_fd\_sc\_hd\_\_dfrtp\_2 \\
\quad Highest cell delay on the worst timing path & 0.76 ns \\
\quad Crit end category & output port \\
\quad Critical-path cell list & buf\_12 -> mux4\_2 -> a22oi\_1 -> nand2\_1 -> mux2\_1 -> clkdlybuf4s50\_1 \\
\multicolumn{2}{l}{\textbf{Place}} \\
\quad Cell Area, Placed & 6436 µm² \\
\quad Placer's final routability congestion estimate & 0.7880 \\
\quad Count of port buffers added during placement & 23 \\
\quad Setup Slack @ Placement & 0.7316 ns \\
\quad Detail Placement HPWL & 7324 µm \\
\multicolumn{2}{l}{\textbf{Layout}} \\
\quad Final Cell Area & 7067 µm² \\
\quad Proportion of layout cells with a drive suffix above 1 & 22.88\% \\
\quad Area growth from synthesis to final layout & 17.99\% \\
\quad Fillers & 1165 \\
\multicolumn{2}{l}{\textbf{Outcome}} \\
\quad Run status & completed \\
\multicolumn{2}{l}{\textbf{Floorplanning}} \\
\quad Overall die area & 15470 µm² \\
\quad CORE AREA & 14590 µm² \\
\quad Boundary Pins & 26 \\
\quad Die height & 124.4 µm \\
\quad Total number of placement rows & 44 \\
\quad Horizontal die dimension & 124.4 µm \\
\quad Floorplan core density & 41.05\% \\
\multicolumn{2}{l}{\textbf{Flow run}} \\
\quad Number of warning messages in the logs & 30 \\
\quad Number of maximum-capacitance violations & 0 \\
\multicolumn{2}{l}{\textbf{Pwr}} \\
\quad Clk pwr share & 32.1\% \\
\quad Switching power of the nets & 1.385 mW \\
\quad Largest voltage drop on the vdd net & 0.2948 mV \\
\quad Combinational power share & 29.1\% \\
\quad Int Pwr & 3.331 mW \\
\quad Leakage power total & 2.384 nW \\
\quad Switching share of power & 29.37\% \\
\quad Overall power after layout & 4.716 mW \\
\quad Sequential share of power & 38.7\% \\
\quad Power Density & 667.3 nW/µm² \\
\multicolumn{2}{l}{\textbf{Hold path}} \\
\quad Hold crit path type & reg -> reg \\
\hline
\end{tabular}
-- final timing paths --
kind	slack, ns	endpoint	start	cells past startpoint
worst max register to register	1.65	register	register	4
worst min register to register	0.52	register	register	1
worst max-delay path	0.44	dout[2]	register	6
max in group asynchronous	3.11	asynchronous set/reset pin	wr_rst	2
worst min-delay path	0.52	register	register	1
min in group asynchronous	0.97	asynchronous set/reset pin	wr_rst	2
-- worst max-delay path: cells and delay by family (launching register included) --
family | cells | cell delay [ns]
muxes | 2 | 0.84
DFF | 1 | 0.76
buffers and inverters | 2 | 0.67
AOI/OAI and AO/OA | 1 | 0.25
and+or+nand+nor | 1 | 0.13
-- through the flow --
stage / hold WS (ns) / utilization, % / std cells
finish: 0.5244 / 48.44 / 538
global route: 0.5495 / 48.44 / 538
CTS: 0.5285 / 48.44 / 538
detailed placement: 0.5160 / 44.12 / 506
global placement: 0.5114 / 44.12 / 506
floorplan: 0.4977 / - / 309
-- power groups by stage --
| stage | sequential [mW] | combinational, mW | clock (mW) |
|---|---|---|---|
| global route | 1.84 | 1.51 | 1.60 |
| CTS | 1.83 | 1.40 | 1.53 |
| finish | 1.83 | 1.37 | 1.52 |
-- logic make-up after synthesis --
group | share of synthesized area, %
buffers and inverters | 1.713
AND-OR/OR-AND | 4.032
adder cells (fa/ha/maj) | 1.044
AND/OR/NAND/NOR | 4.011
multiplexers | 13.91
XOR/XNOR | 2.925
flip-flops | 72.36
-- area by class of cell --
cell class,instances,area [µm²],share of cell area (%)
sequential,146,4335,61.35
inverter,8,30.03,0.4249
timing repair buffer,29,287.8,4.072
tap,184,230.2,3.258
clock inverter,15,205.2,2.904
clock buffer,17,425.4,6.020
multi-input combinational,139,1553,21.97
-- layer usage --
layer | GRT usage, % | vias to the layer above | routed length (µm)
met2 | 26.29 | 124 | 5775
met1 | 24.48 | 1467 | 4599
met5 | 0 | - | 0
met4 | 1.630 | 0 | 128
li1 | - | 1313 | -
met3 | 8.844 | 10 | 1090
-- cells in the mapped netlist --
cell | instances | area share (%)
sky130_fd_sc_hd__inv_1 | 8 | 0.50
sky130_fd_sc_hd__dfrtp_1 | 10 | 4.2
sky130_fd_sc_hd__xor2_1 | 13 | 1.9
sky130_fd_sc_hd__a211oi_2 | 1 | 0.21
sky130_fd_sc_hd__o41ai_1 | 2 | 0.29
sky130_fd_sc_hd__mux2_2 | 8 | 1.5
sky130_fd_sc_hd__a21oi_1 | 3 | 0.25
sky130_fd_sc_hd__mux2_1 | 2 | 0.38
sky130_fd_sc_hd__xnor2_1 | 7 | 1.0
sky130_fd_sc_hd__nor2_1 | 2 | 0.13
sky130_fd_sc_hd__and3_1 | 12 | 1.3
sky130_fd_sc_hd__clkbuf_1 | 4 | 0.25
sky130_fd_sc_hd__o211a_1 | 1 | 0.17
sky130_fd_sc_hd__nor4b_4 | 1 | 0.40
sky130_fd_sc_hd__o31a_1 | 1 | 0.15
sky130_fd_sc_hd__nand2_1 | 11 | 0.69
sky130_fd_sc_hd__nor2b_1 | 4 | 0.42
sky130_fd_sc_hd__a21oi_2 | 1 | 0.15
sky130_fd_sc_hd__mux4_2 | 32 | 12
sky130_fd_sc_hd__edfxtp_1 | 136 | 68
sky130_fd_sc_hd__a211oi_1 | 3 | 0.38
sky130_fd_sc_hd__buf_1 | 2 | 0.13
sky130_fd_sc_hd__and2_1 | 5 | 0.52
sky130_fd_sc_hd__a22oi_1 | 16 | 2.0
sky130_fd_sc_hd__nand4b_1 | 1 | 0.15
sky130_fd_sc_hd__nand3_1 | 3 | 0.25
sky130_fd_sc_hd__buf_2 | 10 | 0.84
sky130_fd_sc_hd__nand2b_1 | 2 | 0.21
sky130_fd_sc_hd__ha_1 | 5 | 1.0
sky130_fd_sc_hd__a2111oi_0 | 3 | 0.44
-- cells in the final DEF (no fill, tap or decap), drive strengths merged, types with 3 or more instances in the layout --
cell and n:
a2111oi 3, and3 12, mux4 32, a21oi 4, dfrtp 10, nor2b 4, a211oi 4, and2 5
xor2 13, ha 5, nand3 3, edfxtp 136, clkbuf 17, inv 11, clkinv 6, nand2 11
buf 6, a22oi 16, xnor2 7, clkdlybuf4s50 23, mux2 10, bufinv 4
Power figures rest on the tool's default switching activity, not on a simulated workload.
